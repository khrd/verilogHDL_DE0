$ cat design.v
module FontRom(radr, dat);
	input [4:0] radr;
	output [9:0] dat;
	function [9:0] FontDec;
		input [4:0] dadr;
		begin
			case (dadr)
			5'h00: FontDec=10'h006;
			5'h01: FontDec=10'h382;
			5'h02: FontDec=10'h2bb;
			5'h03: FontDec=10'h2aa;
			5'h04: FontDec=10'h2ea;
			5'h05: FontDec=10'h2ab;
			5'h06: FontDec=10'h2aa;
			5'h07: FontDec=10'h2bb;
			5'h08: FontDec=10'h382;
			5'h09: FontDec=10'h006;
			5'h0a: FontDec=10'h000;
			5'h0b: FontDec=10'h082;
			5'h0c: FontDec=10'h28a;
			5'h0d: FontDec=10'h2ab;
			5'h0e: FontDec=10'h1ae;
			5'h0f: FontDec=10'h1ab;
			5'h10: FontDec=10'h3fa;
			5'h11: FontDec=10'h1ab;
			5'h12: FontDec=10'h1ab;
			5'h13: FontDec=10'h2ab;
			5'h14: FontDec=10'h28a;
			5'h15: FontDec=10'h082;
			5'h16: FontDec=10'h000;
			5'h17: FontDec=10'h07c;
			5'h18: FontDec=10'h044;
			5'h19: FontDec=10'h044;
			5'h1a: FontDec=10'h044;
			5'h1b: FontDec=10'h3ff;
			5'h1c: FontDec=10'h044;
			5'h1d: FontDec=10'h044;
			5'h1e: FontDec=10'h044;
			5'h1f: FontDec=10'h07c;
			endcase
		end
	endfunction
	assign dat=FontDec(radr);
endmodule
module LedDisplay(clk, btn, sw, led, hled0, hled1, hled2, hled3);
	input clk;
	input [2:0] btn;
	input [9:0] sw;
	output [9:0] led;
	output [7:0] hled0;
	output [7:0] hled1;
	output [7:0] hled2;
	output [7:0] hled3;
	wire reset, msclk;
	wire [9:0] fdat;
	reg [4:0] areg;
	assign hled0 =8'hff;
	assign hled1 =8'hff;
	assign hled2 =8'hff;
	assign hled3 =8'hff;
	assign reset = btn[2];
	Timer #(4) tm(clk, msclk);
	always @(posedge msclk or posedge reset) begin
		if (reset==1'b1) begin
			areg=5'h00;
		end
		else begin
			areg=areg+1;
		end
	end
	FontRom fr(areg, fdat);
	assign led = (reset==1'b1) ? 10'h00 : fdat;
endmodule
module Timer(clk, oclk);
	parameter scale=100;
	input clk;
	output oclk;
	reg [15:0] cnt1;
	reg [11:0] cnt2;
	reg [3:0] dcnt;
	wire iclk1;
	wire iclk2;
	reg rclk;
	assign iclk1=(cnt1==16'd49999) ? 1'b1 : 1'b0;
	always @(posedge clk) begin
		if(iclk1==1'b1)
			cnt1=0;
		else
			cnt1=cnt1+1;
	end
	assign iclk2=(cnt2==(scale-1)) ? 1'b1 : 1'b0;
	always @(posedge clk) begin
		if(iclk1==1'b1)
			if(iclk2==1'b1)
				cnt2=0;
			else
				cnt2=cnt2+1;
			end
	always @(posedge clk)
		rclk=iclk2;
	assign oclk=rclk;
endmodule
$ cat run.sh
#!/bin/bash
# OpenROAD 26Q1-2900-gdf79404cd8, Yosys 0.63+post, stock flow scripts
make -C /OpenROAD-flow-scripts/flow DESIGN_CONFIG=/design/flow/config.mk WORK_HOME=/design/flow/orfs finish
$ cat config.mk
export PLATFORM = sky130hd
export DESIGN_NAME = LedDisplay
export DESIGN_NICKNAME = LedDisplay
export VERILOG_FILES = /design/flow/design.v
export SDC_FILE = /design/flow/constraint.sdc
export NUM_CORES = 4
export LEC_CHECK = 1
export CORE_UTILIZATION = 40
$ cat constraint.sdc
current_design LedDisplay

set clk_period 4.3
set clk_io_pct 0.2

create_clock -name clk0 -period $clk_period [get_ports {clk}]

set non_clock_inputs [all_inputs -no_clocks]
set_input_delay [expr $clk_period * $clk_io_pct] -clock clk0 $non_clock_inputs
set_output_delay [expr $clk_period * $clk_io_pct] -clock clk0 [all_outputs]
==> results_slide.txt <==
Flow Results at a Glance

Global routing
  – Number of global-route vias before repair: 1223
  – First-pass GRT wire length: 5400 um
  – Total GRT Usage: 0.125
  – Remaining global-route overflow: 0
  – Initial antenna violation count: 0
  – Largest net degree at the start of global routing: 23

Layout
  – Most frequent cells in the layout: 32 x conb_1, 18 x nand2_1, 18 x nor2_1
  – Area delta synth->final: 6.05%
  – Layout cells sized above 1: 0.0535
  – Most used logic cell in the final layout: conb_1

Min path
  – Hold Startpoint: tm.cnt1[0]$_SDFF_PN0_
  – Hold depth: 1
  – Hold EP: tm.cnt1[0]$_SDFF_PN0_
  – Hold crit path type: flip-flop to flip-flop

Detailed routing
  – Final antenna-violating net count: 0
  – Vias per cell: 4.60
  – TritonRoute pass-1 iters: 4
  – DR vias: 1441
  – DR WL/cell: 10.4 um
  – DRT iter0 DRCs: 31
  – Antenna diodes: 0
  – # DRC: 0
  – Final WL: 3250 um

Critical path
  – CP max stage delay: 0.52 ns
  – Worst-path cell chain: clkdlybuf4s50_1 -> a31oi_1 -> nand2_1 -> a221oi_1 -> clkdlybuf4s50_1
  – FF-to-FF path depth: 5
  – Startpoint type of the worst setup path: input port
  – Reg-to-Reg End: tm.cnt2[1]$_SDFFCE_PN0N_
  – Max stage delay cell, worst path: clkdlybuf4s50_1
  – Reg2Reg Setup Slack: 2.45 ns
  – Worst path arrival time: 2.39 ns
  – Crit path DRT: 3.44 ns
  – Worst Setup End Kind: primary output
  – Crit path max fanout: 7
  – Reg-to-Reg Start: tm.cnt2[0]$_SDFFCE_PN0N_
  – Critical path class: input port to primary output
  – Cell mode on critical path: clkdlybuf4s50_1

Logic synthesis
  – Simple-Gate Area Share: 0.220
  – Seq/Total Area, Yosys: 0.384
  – Mux area share: 0.0140
  – Yosys reg bits: 34
  – Area fraction in compound gates: 0.0809
  – Xor/xnor share: 0.0977
  – Cell Area, Synth: 0.00215 mm2
  – Unique cell types: 47
  – Commonest flop: dfxtp_1
  – Syn avg cell area: 9.31 um2
  – Asr flop ratio synth: 0.147
  – Synth Area in Adders: 0.0640
  – Synth warn: 3
  – Dominant combinational family: simple AND/OR/NAND/NOR gates
  – Post-synthesis cell count: 231
  – Post-synth EDFFs: 12
  – YS chip area: 0.00215 mm2
  – # Cells Yosys: 231

Final timing
  – Worst-margin pin slew: 0.682 ns
  – Count of unclocked register or latch pins: 5
  – Total negative setup slack: 0 ns
  – Rel. slew slack: 0.545
  – FMAX: 308 MHz
  – Endpoints left unconstrained: 5
  – RSZ-0062 raised after global routing: false
  – Endpoints failing setup: 0
  – Final setup skew: 0.00468 ns
  – Fin. Hold Viols: 0
  – Tmin final: 3.25 ns
  – Fin Hold WS: 0.462 ns
  – Period utilization: 0.755
  – Final Max Tran Viols: 0

Power
  – Switching Fraction: 0.199
  – Gate power share: 0.028
  – Pint: 0.402 mW
  – Peak VDD IR: 0.214 mV
  – Leak: 0.948 nW
  – Clock network power share: 0.406
  – Sequential fraction of design power: 0.566
  – P per Cell Area: 220 mW/mm2
  – P_sw: 0.100 mW

Floorplanning
  – Row count: 26
  – Starting Density: 0.418
  – Core ar.: 0.00514 mm2
  – Die height: 75.3 um
  – IO Pins: 56
  – Die W: 75.3 um
  – Die Area: 0.00567 mm2

Clock tree
  – Post_cts resized: 0
  – Cts-stage hold buffer count: 0
  – Htree depth: 2
  – # Post-CTS Setup Buffers: 0
  – Clock tree from TritonCTS: built
  – CTS max path bufs: 2
  – TritonCTS Buffers: 5
  – Clk slew on worst S/H paths: 0.06 ns
  – Root Driver: clkbuf_8
  – Latency at later pin: 0.28 ns

Place
  – Hpwl dp: 2350 um
  – Tally of buffers added on design ports: 11
  – Routability Congestion: 0.826

Job
  – Maxcap violations: 0
  – Tool warnings: 44

Status
  – Outcome: finished clean
[cell families (layout without fill, tap and decap cells)]
kind of cell               count (synthesis)  in the layout
DFF                                       34             34
adders and majority gates                 11             11
AOI/OAI and AO/OA                         26             26
other                                      1             32
and+or+nand+nor                           86             86
buffers and inverters                     46             27
xor gates and xnor gates                  24             24
muxes                                      3              3
[cells in the mapped netlist (3+ instances only)]
master / count / share of area
a31oi_1: 5 / 0.015
nand2_1: 18 / 0.031
dfrtp_1: 5 / 0.058
nor2_1: 18 / 0.031
nand3_1: 12 / 0.028
dfxtp_1: 17 / 0.16
nand2b_1: 3 / 0.0087
nor2b_1: 5 / 0.015
nor4_1: 3 / 0.0087
a21oi_1: 5 / 0.012
nand4_1: 4 / 0.012
ha_1: 11 / 0.064
xnor2_1: 12 / 0.049
nor3_1: 6 / 0.014
and4_1: 3 / 0.012
mux2i_1: 3 / 0.014
xor2_1: 12 / 0.049
edfxtp_1: 12 / 0.17
o21ai_0: 4 / 0.0093
inv_1: 8 / 0.014
buf_4: 32 / 0.11
[stage by stage]
stage	worst slack (ns)	power [mW]	std cells	area (um2)	utilization
after global placement	1.05	0.305	305	2200	0.428
after detailed placement	1.06	0.304	305	2200	0.428
after global routing	0.959	0.522	313	2280	0.444
after CTS	1.05	0.509	313	2280	0.444
final	1.05	0.502	313	2280	0.444
after floorplan	2.25	0.315	262	2270	-
[state kept, by name (all words and copies together), names as in the netlist]
| register | cells |
|---|---|
| tm.cnt1 | 16 |
| areg | 5 |
| tm.rclk | 1 |
| tm.cnt2 | 12 |
[critical path: cells and delay by family]
| family | cells | cell delay [ns] |
|---|---|---|
| AND-OR/OR-AND | 2 | 0.41 |
| buffers and inverters | 2 | 1.03 |
| AND/OR/NAND/NOR | 1 | 0.08 |
[area by class of cell]
class	instances	area, um2
clock inverter	3	12.5
multi-input combinational	182	1150
tap	70	87.6
inverter	8	30.0
timing repair buffer	11	110
fill	518	2860
clock buffer	5	68.8
sequential	34	826
[metal layers]
layer | track usage | share of wire | up-vias
li1 | - | - | 753
met1 | 0.195 | 0.50 | 654
met2 | 0.194 | 0.44 | 29
met3 | 0.0282 | 0.042 | 5
met4 | 0.0144 | 0.015 | 0
met5 | 0 | 0 | -
[how the worst max path moves through the flow]
stage,cells after the start,to,start,slack [ns]
finish,5,led[5],btn[2],1.05
CTS,5,led[5],btn[2],1.05
global route,5,led[5],btn[2],0.96
[power by group through the flow]
stage	clock (mW)	sequential (mW)	combinational, mW
global route	0.221	0.284	0.0173
finish	0.204	0.284	0.0138
CTS	0.211	0.284	0.0144
Power figures rest on the tool's default switching activity, not on a simulated workload.
