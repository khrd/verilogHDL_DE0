**flow/config.mk**
```make
export PLATFORM = sky130hd
export DESIGN_NAME = BcdTest
export DESIGN_NICKNAME = BcdTest
export VERILOG_FILES = /design/flow/design.v
export SDC_FILE = /design/flow/constraint.sdc
export NUM_CORES = 4
export LEC_CHECK = 1
export CORE_AREA = 10 10 71 71
export DIE_AREA = 0 0 81 81
```
**flow/constraint.sdc**
```tcl
current_design BcdTest

set clk_period 5.7
set clk_io_pct 0.2

create_clock -name clk0 -period $clk_period

set non_clock_inputs [all_inputs -no_clocks]
set_input_delay [expr $clk_period * $clk_io_pct] -clock clk0 $non_clock_inputs
set_output_delay [expr $clk_period * $clk_io_pct] -clock clk0 [all_outputs]
```
**flow/design.v**
```verilog
module BcdTest(clk, btn, sw, led, hled0, hled1, hled2, hled3, ncs, sck, sdi, sdo);
	input clk;
	input [2:0] btn;
	input [9:0] sw;
	output [9:0] led;
	output [7:0] hled0;
	output [7:0] hled1;
	output [7:0] hled2;
	output [7:0] hled3;
	output ncs, sck, sdi;
	input sdo;
	wire [11:0] wbcd;
	assign led = sw;
	BcdConv dc(sw[7:0], wbcd);
	HexSegDec hs0(wbcd[3:0], hled0);
	HexSegDec hs1(wbcd[7:4], hled1);
	HexSegDec hs2(wbcd[11:8], hled2);
	assign hled3 = 8'hff;
endmodule
module BcdAdd(datA, datB, cin, cout, dout);
	input [3:0] datA;
	input [3:0] datB;
	input cin;
	output cout;
	output [3:0] dout;
	wire [4:0] adat;
	wire cry;
	assign adat = datA+datB+cin;
	assign cry = (adat>=5'd10) ? 1'b1 : 1'b0;
	assign dout = (cry==1'b1) ? (adat-5'd10) : adat[3:0];
	assign cout = cry;
endmodule
module BcdConv(data, q);
	input [7:0] data;
	output [11:0] q;
	wire c1, c2, co;
	wire [11:0] whbcd;
	wire [11:0] wlbcd;
	function [11:0] HBcdTbl;
		input [3:0] num;
		begin
			case (num)
				4'h0:	HBcdTbl = 12'h00;
				4'h1:	HBcdTbl = 12'h16;
				4'h2:	HBcdTbl = 12'h32;
				4'h3:	HBcdTbl = 12'h48;
				4'h4:	HBcdTbl = 12'h64;
				4'h5:	HBcdTbl = 12'h80;
				4'h6:	HBcdTbl = 12'h96;
				4'h7:	HBcdTbl = 12'h112;
				4'h8:	HBcdTbl = 12'h128;
				4'h9:	HBcdTbl = 12'h144;
				4'ha:	HBcdTbl = 12'h160;
				4'hb:	HBcdTbl = 12'h176;
				4'hc:	HBcdTbl = 12'h192;
				4'hd:	HBcdTbl = 12'h208;
				4'he:	HBcdTbl = 12'h224;
				4'hf:	HBcdTbl = 12'h240;
			endcase
		end
	endfunction
	function [7:0] LBcdTbl;
		input [3:0] num;
		begin
			case (num)
				4'h0:	LBcdTbl = 8'h00;
				4'h1:	LBcdTbl = 8'h01;
				4'h2:	LBcdTbl = 8'h02;
				4'h3:	LBcdTbl = 8'h03;
				4'h4:	LBcdTbl = 8'h04;
				4'h5:	LBcdTbl = 8'h05;
				4'h6:	LBcdTbl = 8'h06;
				4'h7:	LBcdTbl = 8'h07;
				4'h8:	LBcdTbl = 8'h08;
				4'h9:	LBcdTbl = 8'h09;
				4'ha:	LBcdTbl = 8'h10;
				4'hb:	LBcdTbl = 8'h11;
				4'hc:	LBcdTbl = 8'h12;
				4'hd:	LBcdTbl = 8'h13;
				4'he:	LBcdTbl = 8'h14;
				4'hf:	LBcdTbl = 8'h15;
			endcase
		end
	endfunction
	assign whbcd = HBcdTbl(data[7:4]);
	assign wlbcd = LBcdTbl(data[3:0]);
	BcdAdd ad0(wlbcd[3:0], whbcd[3:0],  1'b0, c1, q[3:0]);
	BcdAdd ad1(wlbcd[7:4], whbcd[7:4],  c1, c2, q[7:4]);
	BcdAdd ad2(4'h0,       whbcd[11:8], c2, co, q[11:8]);
endmodule
module HexSegDec(dat,q);
	input [3:0] dat;
	output [7:0] q;
	function [7:0] LedDec;
		input [3:0] num;
		begin
			case (num)
				4'h0:		LedDec = 8'b11000000;
				4'h1:		LedDec = 8'b11111001;
				4'h2:		LedDec = 8'b10100100;
				4'h3:		LedDec = 8'b10110000;
				4'h4:		LedDec = 8'b10011001;
				4'h5:		LedDec = 8'b10010010;
				4'h6:		LedDec = 8'b10000010;
				4'h7:		LedDec = 8'b11111000;
				4'h8:		LedDec = 8'b10000000;
				4'h9:		LedDec = 8'b10011000;
				4'ha:		LedDec = 8'b10001000;
				4'hb:		LedDec = 8'b10000011;
				4'hc:		LedDec = 8'b10100111;
				4'hd:		LedDec = 8'b10100001;
				4'he:		LedDec = 8'b10000110;
				4'hf:		LedDec = 8'b10001110;
				default:	LedDec = 8'b11111111;
			endcase
		end
	endfunction
	assign q= LedDec(dat);
endmodule
```
**flow/run.sh**
```bash
#!/bin/bash
# OpenROAD 26Q1-2900-gdf79404cd8, Yosys 0.63+post, stock flow scripts
make -C /OpenROAD-flow-scripts/flow DESIGN_CONFIG=/design/flow/config.mk WORK_HOME=/design/flow/orfs finish
```
==> run summary <==
Implementation numbers.

- The max-slew check reports its worst relative slack as 0.661.
- The slew at the pin closest to its max-slew limit is 507 ps.
- The chip occupies 6560 um2.
- The number of maximum-capacitance violations is 0.
- The filler cells instantiated in the layout total 197.
- The clock share of power is 0.
- The setup violation total in the final timing report is 21.
- The estimated wirelength of the detail-placed design is 3.23 mm.
- The delay of the slowest critical-path stage is 580 ps.
- The netlist area before placement is 1550 um2.
- The violation tally recorded at the end of detailed-routing iteration 0 is 51.
- The hold-fix buffer count after cts is 0.
- Of the total power, the share spent switching nets is 0.418.
- Summing all flip-flop and latch instances after layout gives 0 um2.
- The number of global-route vias before repair came to 1,766.
- Ranking logic cells in the layout by count gives the top entries sky130_fd_sc_hd__buf_4, sky130_fd_sc_hd__buf_6, sky130_fd_sc_hd__buf_2.
- STA puts the critical path data arrival time at 5560 ps.
- Measured along the y axis, the die boundary spans 81 um.
- The number of clock-tree buffers in the layout is 0.
- The DRC violation total left in the routed layout is recorded as 0.
- Counting only logic cells after layout, the most numerous master is sky130_fd_sc_hd__buf_4.
- The startpoint-to-endpoint class of the critical path is input pin to primary output.
- The power share of the sequential group is 0.
- Wires add up to 5.17 mm.
- The share of the core filled with cells in the final layout is 0.827.
- The number of placed instances with taps included is 330.
- The final timing summary puts the cycle share of the worst path at 1.18.
- In this run the core area contains 22 standard-cell rows.
- At the floorplan stage, the core utilization is reported as 0.427.
- The congestion estimate from routability-driven global placement came to 0.841.
- The number of slew-limit violations in the final report is 0.
- The count of warnings emitted by yosys is 5.
- The highest clock rate this design can be run at is 149 MHz.
- The average instance area after synthesis is 7.57 um2.
- The number of warnings in the stage logs is 54.
- The net switching component of the power is 0.353 mW.
- The maximum fanout along the worst path is 4.
- For this design the ratio of total power to cell area is 281 nW/um2.
- The ratio of cells with drive above 1 in the final layout is 0.622.
- STA classifies the critical path endpoint as a primary output.
- Of the total power, combinational logic draws 1.000.
- For this design, the slowest cell found on the critical path is sky130_fd_sc_hd__fa_1.
- The per-cell via count in the routed design is 4.85.
- The non-filler instance count after layout is 371.
- For this run, the register share of the synthesized area comes to 0.
- STA puts the critical path data required time at 4560 ps.
- The layout sequential cell count is 0.
- The flow ran to the end, but the final reports show violations.
- The tally of nets with antenna violations remaining after routing is 0.
- In this run the count of I/O pins placed on the die edge is 60.
- Setup repair after global routing could not meet its margin everywhere.
- The yosys-reported design area after synthesis is 1550 um2.
- The leakage dissipation is 1.44 nW.
- The cell-internal power is 0.492 mW.
- In the synthesized netlist, the number of instances is 205.
- The placeable core region is 3630 um2.
- As logged by OpenROAD, the buffers inserted on ports number 37.
- Once routing completed, OpenROAD measured the worst setup slack at -1000 ps.
- The antenna diode instance count is 0.
- Entering global routing, the biggest net connects 12 pins.
- The final reports fail on negative setup slack.
- For the finished layout, the period the worst path requires is 6700 ps.
- The first-pass iteration count of the detailed router is 4.
- The die is 81 um wide.
- The count of instantiated cells in the yosys netlist is 205.
- The critical path's most frequent cell is sky130_fd_sc_hd__inv_2.
- The total overflow left after global routing is 0.
- The maximum ir drop on the vdd rail is 0.0987 mV.
- The first global-routing pass estimated 7.92 mm of wire.
- The per-cell routed wire length is 13.9 um.
- According to the hold report, the worst path is of the input pin to primary output type.
- The signed area change from the synthesized netlist to the final layout is 93.8%.
- The number of library cell types mapped by synthesis is 49.
- Hold-check failures listed in the final report amount to 0.
- The worst setup path is launched from an input pin.
- Total global-route track usage over all layers is 0.140.
- The initial antenna violation count came to 0.
- The final route contains 1,801 vias.
-- critical path: cells and delay by family --
kind	cells	cell delay [ps]
compound gates	7	940
xor+xnor	2	320
fa+ha+maj	8	2150
buf+inv	10	680
simple gates	4	310
-- routing by layer --
metal	vias to the layer above	share of wire	global-route usage
met5	-	0	0
met4	0	0.017	0.00519
met3	8	0.062	0.0212
met2	54	0.47	0.257
met1	840	0.45	0.178
li1	899	-	-
-- cells in the mapped netlist (2+ instances only) --
master | number | area, um2
sky130_fd_sc_hd__a21o_1 | 4 | 30.0
sky130_fd_sc_hd__xnor2_1 | 2 | 17.5
sky130_fd_sc_hd__nor2_1 | 10 | 37.5
sky130_fd_sc_hd__o21a_1 | 2 | 15.0
sky130_fd_sc_hd__a21oi_1 | 11 | 55.1
sky130_fd_sc_hd__mux2i_1 | 10 | 100
sky130_fd_sc_hd__ha_1 | 26 | 325
sky130_fd_sc_hd__o21ai_0 | 7 | 35.0
sky130_fd_sc_hd__fa_1 | 2 | 40.0
sky130_fd_sc_hd__nand2b_1 | 6 | 37.5
sky130_fd_sc_hd__nand3_1 | 4 | 20.0
sky130_fd_sc_hd__buf_6 | 3 | 33.8
sky130_fd_sc_hd__nand2_1 | 18 | 67.6
sky130_fd_sc_hd__buf_2 | 2 | 10.0
sky130_fd_sc_hd__or3_1 | 2 | 12.5
sky130_fd_sc_hd__conb_1 | 2 | 7.51
sky130_fd_sc_hd__nor2b_1 | 5 | 31.3
sky130_fd_sc_hd__mux2_2 | 4 | 45.0
sky130_fd_sc_hd__inv_1 | 22 | 82.6
sky130_fd_sc_hd__xor2_1 | 4 | 35.0
sky130_fd_sc_hd__o22ai_1 | 3 | 18.8
sky130_fd_sc_hd__nor3_1 | 5 | 25.0
sky130_fd_sc_hd__buf_4 | 24 | 180
sky130_fd_sc_hd__and2_1 | 2 | 12.5
-- repair_timing --
| item | 4_1_cts | 5_1_grt |
|---|---|---|
| gates resized | 136 | 38 |
| endpoints found under the setup margin | 21 | 21 |
| pin swaps | 30 | 27 |
| buffers inserted | 47 | 11 |
-- worst paths after layout --
path                   from        to  cells past startpoint  slack [ps]
worst max-delay path  sw[4]  hled1[3]                     31       -1000
worst min-delay path  sw[8]    led[8]                      0        2280
-- per-stage QoR --
step                      instance area [um2]  hold slack [ps]  worst slack (ps)  power, mW  TNS, ps
after floorplan                          1770             2350              -774      0.356    -7730
after global placement                   2400             2280             -1790      0.628   -26660
after detailed placement                 2400             2280             -1840      0.642   -27750
after CTS                                2790             2280              -871      0.748   -13170
after global routing                     3010             2280             -1200      0.921   -20750
final                                    3010             2280             -1000      0.845   -16610
-- power by group through the flow --
stage	registers (mW)	logic (mW)	clock network [mW]
4_1_cts	0	0.748	0
5_1_grt	0	0.921	0
6_report	0	0.845	0
-- area by class of cell --
type / count / area, um2 / share of cell area
Tap cell: 48 / 60.1 / 0.0200
Multi-Input combinational cell: 163 / 1680 / 0.559
Timing Repair Buffer: 137 / 1150 / 0.384
Inverter: 23 / 111 / 0.0370
-- cells by family after synthesis --
kind of cell / count (synthesis) / share of synthesized area
compound gates: 41 / 0.202
xor+xnor: 7 / 0.0444
fa+ha+maj: 28 / 0.235
buf+inv: 54 / 0.205
mux: 17 / 0.124
other cells: 2 / 0.00484
simple gates: 56 / 0.184
No activity file was given, so power comes from the tool's default toggle rates.
