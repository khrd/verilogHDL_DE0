File: design/flow/design.v
module HexSegDec(dat,q);
	input [3:0] dat;
	output [7:0] q;
	function [7:0] LedDec;
		input [3:0] num;
		begin
			case (num)
				4'h0:		LedDec = 8'b11000000;
				4'h1:		LedDec = 8'b11111001;
				4'h2:		LedDec = 8'b10100100;
				4'h3:		LedDec = 8'b10110000;
				4'h4:		LedDec = 8'b10011001;
				4'h5:		LedDec = 8'b10010010;
				4'h6:		LedDec = 8'b10000010;
				4'h7:		LedDec = 8'b11111000;
				4'h8:		LedDec = 8'b10000000;
				4'h9:		LedDec = 8'b10011000;
				4'ha:		LedDec = 8'b10001000;
				4'hb:		LedDec = 8'b10000011;
				4'hc:		LedDec = 8'b10100111;
				4'hd:		LedDec = 8'b10100001;
				4'he:		LedDec = 8'b10000110;
				4'hf:		LedDec = 8'b10001110;
				default:	LedDec = 8'b11111111;
			endcase
		end
	endfunction
	assign q= LedDec(dat);
endmodule
module BcdCounter(clk, nreset, cin, cout, data);
	parameter maxval='h99;
	input clk, nreset, cin;
	output cout;
	output [7:0] data;
	reg [3:0] LCnt, HCnt;
	wire clr, cntup;
	assign data={HCnt, LCnt};
	assign cout=clr;
	assign clr=((data==maxval)&&(cin==1'b1)) ? 1:0;
	assign cntup=(LCnt==4'h9) ? 1:0;
	always @(posedge clk or negedge nreset) begin
		if(nreset==1'b0) begin
			LCnt=0;
		end else begin
			if(cin==1'b1) begin
				if((clr==1'b1) ||(LCnt==4'h9)) begin
					LCnt=0;
				end else begin
					LCnt=LCnt+1;
				end
			end
		end
	end
	always @(posedge clk or negedge nreset) begin
		if(nreset==1'b0) begin
			HCnt=0;
		end else begin
			if(cin==1'b1) begin
				if(clr==1'b1) begin
					HCnt=0;
				end else begin
					if(cntup)
						HCnt=HCnt+1;
				end
			end
		end
	end
endmodule
module clockdiv(iclk, oclk);
	input iclk;
	output oclk;
	reg oreg;
	reg [3:0] cnt;
	wire cntend;
	assign cntend = (cnt==4'h9) ? 1'b1 : 1'b0;
	always @(posedge iclk) begin
		if (cntend==1'b1) begin
			cnt=0;
		end
		else begin
			cnt=cnt+1;
		end
	end
	always @(posedge iclk)
		oreg=cntend;
	assign oclk = oreg;
endmodule
module DigitalWatch(clk, btn, sw, led, hled0, hled1, hled2, hled3);
	input clk;
	input [2:0] btn;
	input [9:0] sw;
	output [9:0] led;
	output [7:0] hled0;
	output [7:0] hled1;
	output [7:0] hled2;
	output [7:0] hled3;
	wire [2:0] cout;
	wire [2:0] cin;
	wire sclk, mclk, hclk;
	wire msclk;
	wire [7:0] dout0;
	wire [7:0] dout1;
	wire [7:0] dout2;
	wire [7:0] whex0;
	wire [7:0] whex1;
	wire [7:0] whex2;
	wire [7:0] whex3;
	wire clkinh;
	Timer #(100) TM(clk, msclk);
	clockdiv cciv(msclk, sclk);
	assign clkinh = (~btn[2] | ~btn[1]);
	assign mclk = (btn[1]==1'b1) ? sclk : msclk;
	assign hclk = (btn[2]==1'b1) ? sclk : msclk;
	assign cin[0] = (clkinh==1'b0) ? 1'b1 : 1'b0;
	assign cin[1] = (btn[1]==1'b1) ? cout[0] : 1'b1;
	assign cin[2] = (btn[2]==1'b1) ? cout[1] : 1'b1;
    BcdCounter #(8'h59) uc0(sclk, btn[0], cin[0], cout[0], dout0);
    BcdCounter #(8'h59) uc1(mclk, 1'b1, cin[1], cout[1], dout1);
    BcdCounter #(8'h23) uc2(hclk, 1'b1, cin[2], cout[2], dout2);
    HexSegDec hs0(dout1[3:0], whex0);
    HexSegDec hs1(dout1[7:4], whex1);
    HexSegDec hs2(dout2[3:0], whex2);
    HexSegDec hs3(dout2[7:4], whex3);
    assign hled0 = whex0;
    assign hled1 = whex1;
    assign hled2 = {1'b0,whex2[6:0]};
    assign hled3 = whex3;
    assign led[0] = ((dout0[3:0]==4'h1)||(dout0[3:0]==4'h9)) ? 1'b1 : 1'b0;
    assign led[1] = ((dout0[3:0]==4'h2)||(dout0[3:0]==4'h8)) ? 1'b1 : 1'b0;
    assign led[2] = ((dout0[3:0]==4'h3)||(dout0[3:0]==4'h7)) ? 1'b1 : 1'b0;
    assign led[3] = ((dout0[3:0]==4'h4)||(dout0[3:0]==4'h6)) ? 1'b1 : 1'b0;
    assign led[4] = (dout0[3:0]==4'h5) ? 1'b1 : 1'b0;
    assign led[5] = (dout0[7:4]==4'h1) ? 1'b1 : 1'b0;
    assign led[6] = (dout0[7:4]==4'h2) ? 1'b1 : 1'b0;
    assign led[7] = (dout0[7:4]==4'h3) ? 1'b1 : 1'b0;
    assign led[8] = (dout0[7:4]==4'h4) ? 1'b1 : 1'b0;
    assign led[9] = (dout0[7:4]==4'h5) ? 1'b1 : 1'b0;
endmodule
module Timer(clk, oclk);
	parameter scale=100;
	input clk;
	output oclk;
	reg [15:0] cnt1;
	reg [11:0] cnt2;
	reg [3:0] dcnt;
	wire iclk1;
	wire iclk2;
	reg rclk;
	assign iclk1=(cnt1==16'd49999) ? 1'b1 : 1'b0;
	always @(posedge clk) begin
		if(iclk1==1'b1)
			cnt1=0;
		else
			cnt1=cnt1+1;
	end
	assign iclk2=(cnt2==(scale-1)) ? 1'b1 : 1'b0;
	always @(posedge clk) begin
		if(iclk1==1'b1)
			if(iclk2==1'b1)
				cnt2=0;
			else
				cnt2=cnt2+1;
			end
	always @(posedge clk)
		rclk=iclk2;
	assign oclk=rclk;
endmodule
File: design/flow/run.sh
#!/bin/bash
# OpenROAD 26Q1-2900-gdf79404cd8, Yosys 0.63+post, stock flow scripts
make -C /OpenROAD-flow-scripts/flow DESIGN_CONFIG=/design/flow/config.mk WORK_HOME=/design/flow/orfs finish
File: design/flow/config.mk
export PLATFORM = sky130hd
export DESIGN_NAME = DigitalWatch
export DESIGN_NICKNAME = DigitalWatch
export VERILOG_FILES = /design/flow/design.v
export SDC_FILE = /design/flow/constraint.sdc
export NUM_CORES = 4
export LEC_CHECK = 1
export CORE_UTILIZATION = 50
File: design/flow/constraint.sdc
current_design DigitalWatch

set clk_period 4.2
set clk_io_pct 0.2

create_clock -name clk0 -period $clk_period [get_ports {clk}]

set non_clock_inputs [all_inputs -no_clocks]
set_input_delay [expr $clk_period * $clk_io_pct] -clock clk0 $non_clock_inputs
set_output_delay [expr $clk_period * $clk_io_pct] -clock clk0 [all_outputs]
==> out/metrics.csv <==
stage,metric,value,unit
run_status,status,completed,
cts,post_cts.repair.setup_buffers,0,
routing,drt-initial-drc-count,108,
cts,cts-root-buf,clkbuf_8,
floorplanning,die_area,10600,um2
cts,cts_buffers,5,
grt,grt-ovfl-total,0,
final_timing,setup_ws,2.24,ns
final_timing,slew_headroom,0.397,
synthesis,synth_area,5090,um2
placement,place_ws,2.20,ns
routing,drt_pre_antenna_iters,4,
cts,cts-htree-levels,2,
layout,fill_cells,874,
cts,clkLatencyLatePin,0.27,ns
routing,vias,3543,
floorplanning,die_w,103,um
grt,busiest_layer,met1,
grt,grt_pass1_vias,3099,
final_timing,hold_viol,0,
run,max_cap_violations,0,
synthesis,ys_async_sr_fraction,0.0930,
floorplanning,rows,36,
routing,n_antenna_cell,0,
setup_path,cp.required,4.19,ns
final_timing,unclocked_pins,57,
synthesis,ys.flops,86,
pwr,ir_drop,0.243,mV
layout,final_cells,678,
final_timing,finalSetupTns,0,ns
grt,grt_pass1_wl,14100,um
grt,grt_use_total,0.170,
layout,lay_top_cells,"dfxtp_1, nor2_1, ha_1",
pwr,powerDensity,98.6,nW/um2
synthesis,synth-edff-count,28,
final_timing,final_max_slew_viol_count,0,
min_path,hold_class,reg2reg,
grt,use_met3,0.0186,
setup_path,worstPathMaxFanout,6,
final_timing,fmax,0.510,GHz
placement,routabilityCongestion,0.847,
cts,cts_hold_buf,0,
cts,clockBufferDepth,2,
synthesis,synth_cell_types,74,
layout,area_delta_synth_final,10.5,%
synthesis,ys_cells,514,
routing,drc,0,
grt,use_met2,0.263,
routing,wire_per_inst,12.1,um
synthesis,yosys_warnings,5,
routing,vias_per_cell,5.23,
placement,port_buffers,41,
routing,ant_nets,0,
floorplanning,core_area,9820,um2
synthesis,ys_chip_area,5090,um2
cts,cts_tree,done,
floorplanning,die.size.y,103,um
final_timing,fin_skew,0.00370,ns
final_timing,rsz0062_at_grt,no,
final_timing,period_used_share,0.467,
grt,grt_max_degree,23,
cts,ctsResizeCount,0,
synthesis,ys_seq_frac,0.401,
final_timing,worst_slew_pin_slew,0.896,ns
pwr,power_leakage,2.38,nW
floorplanning,io_pins,56,
setup_path,criticalPathCategory,reg2reg,
layout,fin_util,0.573,
floorplanning,fp_util,0.519,
grt,grt_use_met1,0.284,
placement,dpl.cell_count,670,
placement,dpl.hpwl,6200,um
setup_path,cp-end-kind,flip-flop,
cts,clkTransAtPathRegs,0.05,ns
synthesis,ff_type,dfxtp_1,
setup_path,cp_data_arrival_time,1.95,ns
final_timing,unconstrained_endpoints,111,
setup_path,worst_setup_path_start_kind,flip-flop,
layout,mostFrequentLayoutCell,dfxtp_1,
synthesis,avgSynthCellArea,9.91,um2
final_timing,finalSetupViolCount,0,
run,tool_warnings,62,
final_timing,fin_crit,1.96,ns
synthesis,synth_cells,514,
layout,drive_above_1_share,0.0862,
routing,postRouteWirelength,8210,um
grt,antenna_found_initial,0,
sequential cells by signal, summed over array words and instances, names as in the netlist, 7 cells and up, named ones only:
signal,cells
hled3,7
hled1,7
hled0,7
TM.cnt2,12
TM.cnt1,16
metal layers:
| metal | vias up | wire length (um) |
|---|---|---|
| li1 | 1855 | - |
| met4 | 0 | 27 |
| met5 | - | 0 |
| met1 | 1630 | 4320 |
| met2 | 56 | 3580 |
| met3 | 2 | 278 |
worst paths after layout:
| path | from | endpoint | slack, ns | cells past startpoint |
|---|---|---|---|---|
| setup / recovery | TM.cnt2[0] | TM.cnt2[1] | 2.24 | 6 |
| setup reg to reg | TM.cnt2[0] | TM.cnt2[1] | 2.24 | 6 |
| hold reg to reg | TM.cnt1[0] | TM.cnt1[0] | 0.45 | 1 |
| hold / removal | TM.cnt1[0] | TM.cnt1[0] | 0.45 | 1 |
critical path, cell delays in order (launching register included):
cell	delay [ns]
edfxtp_1	0.38
ha_1	0.22
nand2_1	0.08
nor3_1	0.14
nand2_1	0.07
nor4_1	0.69
nor2b_1	0.10
cells by family (layout without fill, tap and decap cells):
group	after synthesis	in the layout	share of synthesized area
other	2	4	0.00147
buffers and inverters	55	84	0.0533
AOI/OAI and AO/OA	80	80	0.121
xor gates and xnor gates	35	35	0.0616
DFF	86	86	0.401
adders and majority gates	42	42	0.103
muxes	26	26	0.0594
and+or+nand+nor	188	188	0.199
metrics by stage:
step	hold slack (ns)	instance area, um2	power (mW)
global placement	0.430	5550	0.352
CTS	0.455	5630	0.563
finish	0.451	5630	0.555
detailed placement	0.436	5550	0.352
global route	0.459	5630	0.580
floorplan	0.413	5100	0.343
synth_stat cells, types with 6 or more instances:
library cell | count | area share
dfxtp_1 | 50 | 0.20
nor2_1 | 48 | 0.035
ha_1 | 42 | 0.10
nand2_1 | 38 | 0.028
edfxtp_1 | 28 | 0.17
inv_1 | 28 | 0.021
nand3_1 | 25 | 0.025
xnor2_1 | 21 | 0.036
o21ai_0 | 18 | 0.018
mux2i_1 | 16 | 0.031
xor2_1 | 13 | 0.022
a21oi_1 | 9 | 0.0088
and2_1 | 9 | 0.011
nor3_1 | 9 | 0.0088
dfrtp_1 | 8 | 0.039
and3_1 | 7 | 0.0086
and3b_1 | 7 | 0.012
clkbuf_1 | 7 | 0.0052
nand2b_1 | 7 | 0.0086
nor2b_1 | 7 | 0.0086
mux2_2 | 6 | 0.013
layout make-up:
class	count	area (um2)	area share
repair buffers	43	425	0.0756
multi-input cells	375	2790	0.495
well taps	133	166	0.0296
flip-flops and latches	86	2040	0.363
clock buffers	8	80.1	0.0142
inverters	33	126	0.0224
report_power, final:
part	internal, mW	switching, mW
clock	0.117	0.0919
combinational	0.0205	0.0324
sequential	0.293	0
Power is estimated from default activity; no workload was simulated.
